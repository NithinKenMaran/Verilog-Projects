[/design/flow/design.v]
module cordic_lookup (
    input [2:0] index,
    output reg signed [7:0] atan_out
);
    always @(*) begin
        case (index)
            3'd0: atan_out = 8'sd50;
            3'd1: atan_out = 8'sd30;
            3'd2: atan_out = 8'sd16;
            3'd3: atan_out = 8'sd8;
            3'd4: atan_out = 8'sd4;
            3'd5: atan_out = 8'sd2;
            3'd6: atan_out = 8'sd1;
            default: atan_out = 8'sd0;
        endcase
    end
endmodule
module cordic_stage(
    input  signed [7:0] xin, yin,     
    input  signed [7:0] zin,              
    input [2:0] i,             
    output signed [7:0] xout, yout,
    output signed [7:0] zout
);
    wire signed [7:0] x_shift = xin >>> i;
    wire signed [7:0] y_shift = yin >>> i;
    wire dir = (zin >= 0);   
    wire signed [7:0] atan_i;
    cordic_lookup looker (
        .index(i),
        .atan_out(atan_i)
    );
    assign xout = dir ? xin - y_shift : xin + y_shift;
    assign yout = dir ? yin + x_shift : yin - x_shift;
    assign zout = dir ? zin - atan_i : zin + atan_i;
endmodule
module cordic (
    input  signed [7:0] angle_in,     
    output signed [7:0] cos_out,      
    output signed [7:0] sin_out       
);
    wire signed [7:0] x0 = 8'sd64;  
    wire signed [7:0] y0 = 8'sd0;  
    wire signed [7:0] z0 = angle_in;
    wire signed [7:0] x1, y1, z1;
    wire signed [7:0] x2, y2, z2;
    wire signed [7:0] x3, y3, z3;
    wire signed [7:0] x4, y4, z4;
    wire signed [7:0] x5, y5, z5;
    wire signed [7:0] x6, y6, z6;
    cordic_stage stage0 (.xin(x0), .yin(y0), .zin(z0), .i(3'd0), .xout(x1), .yout(y1), .zout(z1));
    cordic_stage stage1 (.xin(x1), .yin(y1), .zin(z1), .i(3'd1), .xout(x2), .yout(y2), .zout(z2));
    cordic_stage stage2 (.xin(x2), .yin(y2), .zin(z2), .i(3'd2), .xout(x3), .yout(y3), .zout(z3));
    cordic_stage stage3 (.xin(x3), .yin(y3), .zin(z3), .i(3'd3), .xout(x4), .yout(y4), .zout(z4));
    cordic_stage stage4 (.xin(x4), .yin(y4), .zin(z4), .i(3'd4), .xout(x5), .yout(y5), .zout(z5));
    cordic_stage stage5 (.xin(x5), .yin(y5), .zin(z5), .i(3'd5), .xout(x6), .yout(y6), .zout(z6));
    wire [15:0] x6_scaled, y6_scaled;
    assign x6_scaled = x6 * 8'sd39;
    assign y6_scaled = y6 * 8'sd39;
    assign cos_out = x6_scaled >>> 6;
    assign sin_out = y6_scaled >>> 6;
endmodule
[/design/flow/run.sh]
#!/bin/bash
# OpenROAD 26Q1-2900-gdf79404cd8, Yosys 0.63+post, stock flow scripts
make -C /OpenROAD-flow-scripts/flow DESIGN_CONFIG=/design/flow/config.mk WORK_HOME=/design/flow/orfs finish
[/design/flow/config.mk]
export PLATFORM = sky130hd
export DESIGN_NAME = cordic
export DESIGN_NICKNAME = cordic
export VERILOG_FILES = /design/flow/design.v
export SDC_FILE = /design/flow/constraint.sdc
export NUM_CORES = 4
export LEC_CHECK = 1
export CORE_UTILIZATION = 50
[/design/flow/constraint.sdc]
current_design cordic

set clk_period 20.9
set clk_io_pct 0.2

create_clock -name clk0 -period $clk_period

set non_clock_inputs [all_inputs -no_clocks]
set_input_delay [expr $clk_period * $clk_io_pct] -clock clk0 $non_clock_inputs
set_output_delay [expr $clk_period * $clk_io_pct] -clock clk0 [all_outputs]
==> Changelog: implementation <==
## Implementation

* Status: finished, violations left
* Failing checks: negative setup slack
* Critical Path Source Type: input pin
* Site row count at 35
* Tool warnings at between 40 and 50
* PortBufs at 24
* Boundary pin count at 24
* Fill count at 428
* Crit Path Class: in -> out
* Maxcap violations at 0
* Yosys warning tally at 1
* Highest clock rate at 46.9 MHz
* Crit. End Element: primary output
* Placeable Area at a little over 9000 um2
* Layout Cells excl Fill at 1027
* Worst Setup SP: angle_in[3]
* Proportion of layout cells with a drive suffix above 1 at 0.509
* Syn-to-layout area delta at 70.8%
* Slew Viols, Final at 0
* Setup violators final at 5
* Vias per inst at between 5 and 6
* Setup TNS at -1340 ps
* Post-Route WL at between 15000 and 20000 um
* Placer Congestion at 0.930
* FFs & Latches at 0
* Relative slew slack at 0.508
* Yosys chip area at ~4900 um2
* Via count at ~5.5k
* Worst-margin pin slew at approximately 730 ps
* Vias in the first global route at between 5k and 6k
* Ys cells at around 610
* FF/Latch Area at 0 um2
* Post-Place Cells at between 900 and 1k
* Post-DP HPWL at approximately 10000 um
* Worst Hold Class: in -> out
* Antenna violations before repair at 0
* Die y size at just over 100 um
* Distinct cells, synth at roughly 69
* Crit path max fanout at 5
* RSZ-0062 raised after global routing: true
* Crit path top cell by count: ha_4
* Critical Path RT at roughly 17000 ps
* Setup crit end: cos_out[6]
* GRT overflow at 0
* Syn_area_per_cell at roughly 7.9 um2
* Setup WS post-layout at -413 ps
* CP max stage cell: fa_1
* # diodes at 0
* Fin crit share at 1.02
* Time the worst path needs with I/O delays and setup at 21310 ps
* Worst endpoint data arrival time at around 17000 ps
* DRT Pass-1 Iters at 5
* First-pass GRT wire length at 22900 um
* Crit path largest cell delay at between 500 and 600 ps
* Syn Inst Count at slightly above 600
* Die Area at approximately 10000 um2
* Syn Std Cell Area at 4870 um2
* Seq/Total Area, Yosys at 0
* Gr usage total at 0.283
* Endpoints failing hold at 0
* # DRC at 0
* Largest net degree at the start of global routing at 12
* Fp util at 0.522
* WL per Instance at ~16 um
* Detail Route Antenna Nets at 0
* Detailed Route Iter0 Violations at between 100 and 150
* Clock buf count at 0
* Die W at ~100 um
## logic make-up (layout without fill, tap and decap cells)
| kind of cell | Yosys count | after routing | synth area share |
|---|---|---|---|
| xor gates and xnor gates | 68 | 68 | 0.134 |
| and+or+nand+nor | 167 | 167 | 0.178 |
| adders and majority gates | 143 | 143 | 0.407 |
| muxes | 2 | 2 | 0.00437 |
| AOI/OAI and AO/OA | 130 | 130 | 0.195 |
| buffers and inverters | 103 | 388 | 0.0820 |
## metrics by stage
stage	area [um2]	worst slack [ps]	util	hold WS (ps)
after global routing	8320	-891	0.892	10440
after detailed placement	7110	-1370	0.762	10770
after floorplan	5230	-80.6	-	9340
after global placement	7110	-1180	0.762	10760
final	8320	-413	0.892	10280
after CTS	7850	-58.5	0.841	10300
## worst max-delay path, delay by kind of cell
kind / cells / cell delay, ps
adders and majority gates: 13 / 3930
xor gates and xnor gates: 6 / 1020
buffers and inverters: 17 / 2240
and+or+nand+nor: 14 / 1890
AOI/OAI and AO/OA: 20 / 3810
## worst min path at each step
stage | slack [ps] | depth (start not counted) | endpoint | startpoint
5_1_grt | 10440 | 15 | sin_out[6] | angle_in[7]
4_1_cts | 10300 | 16 | cos_out[6] | angle_in[7]
6_report | 10280 | 15 | sin_out[6] | angle_in[7]
## synth_stat cells (all sizes together), types with 4 or more instances
library cell / instances / area (um2)
a21oi: 30 / 150
inv: 96 / 360
a211oi: 5 / 37.5
a31oi: 8 / 56.3
nand2b: 13 / 81.3
nand2: 34 / 128
o21ai: 18 / 90.1
fa: 26 / 521
nor3b: 4 / 30.0
xor2: 16 / 140
clkbuf: 5 / 18.8
nor2: 44 / 165
a21o: 16 / 120
nor2b: 10 / 62.6
ha: 116 / 1450
nand3: 7 / 35.0
nor3: 19 / 100
o21bai: 5 / 37.5
nor4: 5 / 37.5
or2: 6 / 37.5
nand4: 8 / 50.1
o21a: 16 / 120
xnor2: 51 / 488
o31ai: 5 / 51.3
## repair_timing
action	in CTS	in global routing
pin swaps	114	82
buffers inserted	50	23
hold buffers	0	0
setup endpoints to repair	15	13
gates cloned	0	0
gates resized	105	97
endpoints found under the hold margin	0	0
## area by class of cell
class / instances / area, um2 / area share
Inverter: 97 / 410 / 0.0493
Multi-Input combinational cell: 510 / 5470 / 0.658
Tap cell: 129 / 161 / 0.0194
Timing Repair Buffer: 291 / 2270 / 0.273
## metal layers
| layer | vias to the layer above | routed length (um) | GRT usage |
|---|---|---|---|
| li1 | 2713 | - | - |
| met1 | 2609 | 7560 | 0.416 |
| met2 | 140 | 7260 | 0.480 |
| met3 | 22 | 932 | 0.0183 |
| met4 | 0 | 250 | 0.0301 |
| met5 | - | 0 | 0 |
## placed cells by master, fill, tap and decap left out, types with 12 or more instances in the layout
master / instances
a21o_1: 16
a21oi_1: 15
a21oi_2: 13
buf_4: 254
buf_6: 13
fa_1: 24
ha_1: 82
ha_4: 31
inv_1: 73
inv_2: 16
nand2_1: 24
nand2b_1: 12
nor2_1: 30
o21a_1: 16
xnor2_1: 37
xor2_1: 13
